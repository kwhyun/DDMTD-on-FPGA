==> ./design.v <==
module dps_controller #(
  parameter integer SYNC_STAGES    = 2,
  parameter integer REQUIRE_LOCKED = 0
)(
  input  wire psclk_i,
  input  wire rstn_i,
  input  wire toggle_i,
  input  wire dir_i,
  input  wire [7:0] steps_per_toggle_i,
  input  wire locked_i,
  input  wire psdone_i,
  output reg  psen_o,
  output reg  psincdec_o,
  output reg signed [15:0] total_steps_o
);
  reg [SYNC_STAGES-1:0] step_sync;
  reg [SYNC_STAGES-1:0] dir_sync;
  reg [7:0] steps_sync [0:SYNC_STAGES-1];
  integer i;
  always @(posedge psclk_i) begin
    if (!rstn_i) begin
      for (i=0; i<SYNC_STAGES; i=i+1) begin
        step_sync[i]   <= 1'b0;
        dir_sync[i]    <= 1'b0;
        steps_sync[i]  <= 8'd0;
      end
    end else begin
      step_sync <= {step_sync[SYNC_STAGES-2:0], toggle_i};
      dir_sync  <= {dir_sync[SYNC_STAGES-2:0],  dir_i};
      steps_sync[0] <= steps_per_toggle_i;
      for (i=1; i<SYNC_STAGES; i=i+1) begin
        steps_sync[i] <= steps_sync[i-1];
      end
    end
  end
  wire       step_s  = step_sync[SYNC_STAGES-1];
  wire       dir_s   = dir_sync[SYNC_STAGES-1];
  wire [7:0] steps_s = steps_sync[SYNC_STAGES-1];
  reg step_s_d;
  always @(posedge psclk_i) begin
    if (!rstn_i) step_s_d <= 1'b0;
    else      step_s_d <= step_s;
  end
  wire step_toggle = step_s ^ step_s_d;
  wire gate_ok = (REQUIRE_LOCKED == 0) ? 1'b1 : locked_i;
  localparam S_IDLE = 2'd0;
  localparam S_WAIT = 2'd2;
  reg [1:0] state;
  reg [7:0] steps_left;
  reg       dir_latched;
  reg [7:0] steps_latched;
  always @(posedge psclk_i) begin
    if (!rstn_i) begin
      state         <= S_IDLE;
      steps_left    <= 8'd0;
      dir_latched   <= 1'b0;
      steps_latched <= 8'd0;
      psen_o          <= 1'b0;
      psincdec_o      <= 1'b0;
      total_steps_o   <= 16'sd0;
    end else begin
      psen_o <= 1'b0;
      case (state)
        S_IDLE: begin
          if (gate_ok && step_toggle) begin
            dir_latched   <= dir_s;
            steps_latched <= steps_s;
            if (steps_s != 8'd0) begin
              psincdec_o   <= dir_s;
              steps_left <= steps_s;
              psen_o  <= 1'b1;
              state <= S_WAIT;
            end
          end
        end
        S_WAIT: begin
          if (psdone_i) begin
            if (dir_latched)
              total_steps_o <= total_steps_o + 16'sd1;
            else
              total_steps_o <= total_steps_o - 16'sd1;
            if (steps_left == 8'd1) begin
              steps_left <= 8'd0;
              state      <= S_IDLE;
            end else begin
              steps_left <= steps_left - 8'd1;
              psincdec_o   <= dir_latched;
              psen_o       <= 1'b1;
              state      <= S_WAIT;
            end
          end
        end
        default: state <= S_IDLE;
      endcase
    end
  end
endmodule
==> ./run.sh <==
#!/bin/bash
# OpenROAD 26Q1-2900-gdf79404cd8, Yosys 0.63+post, stock flow scripts
make -C /OpenROAD-flow-scripts/flow DESIGN_CONFIG=/design/flow/config.mk WORK_HOME=/design/flow/orfs finish
==> ./config.mk <==
export PLATFORM = sky130hd
export DESIGN_NAME = dps_controller
export DESIGN_NICKNAME = dps_controller
export VERILOG_FILES = /design/flow/design.v
export SDC_FILE = /design/flow/constraint.sdc
export NUM_CORES = 4
export LEC_CHECK = 1
export CORE_UTILIZATION = 40
==> ./constraint.sdc <==
current_design dps_controller

set clk_period 4.3
set clk_io_pct 0.2

create_clock -name clk0 -period $clk_period [get_ports {psclk_i}]

set non_clock_inputs [all_inputs -no_clocks]
set_input_delay [expr $clk_period * $clk_io_pct] -clock clk0 $non_clock_inputs
set_output_delay [expr $clk_period * $clk_io_pct] -clock clk0 [all_outputs]
==> summary.json <==
{
  "outcome": {
    "outcome": "finished clean"
  },
  "pwr": {
    "net-switching-power_w": 0.0003224,
    "power_frac_comb_pct": 26.0,
    "power_density_nw_per_um2": 354.7,
    "cell_internal_pwr_w": 0.0007635,
    "clock_power_share_pct": 27.0,
    "p_leak_nw": 1.314,
    "ir_drop_mv": 0.1732,
    "seq_power_share_pct": 47.0,
    "sw_frac_of_total_pct": 29.69
  },
  "critical_path": {
    "critical-path-max-stage-delay_ns": 0.46,
    "worstPathCellList": "inv_1 > ha_1 > a211oi_1 > o211ai_1 > a31oi_1 > o21ai_1 > mux2i_1 > mux2i_1",
    "critical-path-top-cell-by-count": "mux2i_1",
    "critPathArrivalTime_ns": 2.92,
    "worst_path_dominant_cell_family": "AND-OR/OR-AND gates",
    "cp-start-kind": "flop",
    "worst_path_fanout_max": 16,
    "worstSetupStartpoint": "dir_latched",
    "crit_buf_inv": 1,
    "cp_data_required_time_ns": 4.54,
    "critPathKind": "reg2reg",
    "r2r-start": "dir_latched",
    "critPathCaptureType": "flop",
    "slowest_stage_cell_crit_path": "inv_1"
  },
  "clock_tree": {
    "ctsHtreeMaxLevel": 2,
    "cts_made_buffers": 5,
    "cts_tree": "built",
    "cts_hold_repair.buffers": 0,
    "post_cts.repair.setup_buffers": 0,
    "clkSlewWorstSetupHoldPaths_ns": 0.10,
    "clock_latency_ns": 0.30,
    "clock_tree.buffer_depth": 2,
    "clk_root_buffer_cell": "clkbuf_8",
    "clock_sink_count": 50,
    "cts-resized-gates": 0
  },
  "yosys": {
    "synth_cell_type_count": 55,
    "synthArstFlopShare_pct": 0,
    "post-synth-top-count-cell": "dfxtp_1",
    "postSynthAreaPerCell_um2": 8.998,
    "common_cells": "dfxtp_1, and2_1, nand2_1, ha_1",
    "yosys-stat-area_um2": 2628,
    "yosys_register_bits": 50,
    "yosys_warnings": 2,
    "netlist_area_um2": 2628,
    "post_synth_inst_count": 292,
    "enable_flop_cells": 0,
    "yosys_cells": 292,
    "synth_top_flop_cell": "dfxtp_1",
    "synth.top_cells.by_area": "dfxtp_1, ha_1, and2_1, a21o_1, nand2_1",
    "yosys.area.top_type": "dfxtp_1",
    "yosysTopAreaCellShare_pct": 38.10,
    "yosys.stat.seqShare_pct": 38.10
  },
  "route": {
    "drtPass1Iterations": 4,
    "routed_wire_length_per_instance_um": 12.51,
    "antenna_left": 0,
    "drtIter0Drc": 95,
    "insertedDiodeCount": 0,
    "drt_drc_violations_left": 0,
    "routed_wirelength_mm": 4.953,
    "drt-vias-per-instance": 5.149,
    "routed-via-count": 2039
  },
  "final_timing": {
    "finalHoldViolCount": 0,
    "max_slew_margin_pct": 48.82,
    "finalSetupViolCount": 0,
    "worstMarginPinSlew_ns": 0.7658,
    "final.min_clock_period_ns": 2.681,
    "totalNegativeSetupSlack_ns": 0,
    "fin_crit_sh_pct": 62.35,
    "maxSlewViolCount": 0,
    "max_clock_freq_mhz": 373.0,
    "rsz_0062_raised_after_global_routing": "no",
    "fin_skew_ns": 0.008032
  },
  "floorplan": {
    "io-pin-count": 32,
    "floorplan.die.height_um": 83.05,
    "chipWidth_um": 83.05,
    "chip_area_um2": 6897,
    "fp.coreArea_um2": 6350,
    "floorplanUtilization_pct": 41.38,
    "std_cell_rows": 29
  },
  "global_route": {
    "grt_use_total_pct": 15.54,
    "grt_pass1_wl_mm": 8.763,
    "grt_start_max_net_pins": 37,
    "overflow": 0,
    "grt_antenna_before_repair": 0,
    "via_count_of_the_first_global_routing_pass": 1833
  },
  "cells_and_area": {
    "fillerInstances": 593,
    "final_layout_size_suffix_gt1_share_pct": 5.956,
    "area_growth_syn_to_layout_pct": 16.52,
    "postLayoutCoreUtil_pct": 48.22,
    "final_cell_count_no_fill": 396
  },
  "placement": {
    "placed_cells": 388,
    "detailedPlacementHpwl_mm": 3.456,
    "gpl.final_weighted_congestion": 0.8548,
    "place.port_buffers": 30
  },
  "flow_run": {
    "warnings": 27,
    "timing.max_cap.violations": 0
  },
  "min_path": {
    "min_delay_src": "steps_sync[0][4]",
    "worst_min_delay_path_class": "reg2reg"
  }
}
cells in the final DEF (no fill, tap or decap), types with 3 or more instances in the layout:
cell type	netlist	routed
dfxtp_1	50	50
and2_1	30	30
clkdlybuf4s50_1	0	30
nand2_1	23	23
ha_1	16	16
a21oi_1	14	14
nand3_1	14	14
a21o_1	13	13
nor2_1	11	11
o21ai_1	10	10
inv_1	9	9
o21ai_0	9	9
xor2_1	7	7
nand2b_1	6	6
nor2b_1	6	6
xnor2_1	6	6
clkbuf_8	0	6
o211a_1	4	4
o2bb2ai_1	3	3
nand4_1	3	3
o211ai_1	3	3
power by group through the flow:
stage | clock, W | combinational (W) | sequential [W]
after CTS | 0.000309 | 0.000284 | 0.000511
after global routing | 0.000330 | 0.000320 | 0.000515
final | 0.000293 | 0.000282 | 0.000510
metal layers:
layer  share of wire, %  track usage, %  routed length, um
met4               0.93           1.567                 46
met1                 51           25.07               2550
met3                4.1           2.422                203
met5                  0               0                  0
met2                 43           23.40               2152
worst paths after layout:
| kind | end | slack, ns | cells past startpoint |
|---|---|---|---|
| max | total_steps_o[15] | 1.62 | 8 |
| min | steps_sync[1][4] | 0.43 | 1 |
| max reg2reg | total_steps_o[15] | 1.62 | 8 |
| min reg2reg | steps_sync[1][4] | 0.43 | 1 |
registers in the layout, summed over array words and instances (netlist names):
signal         count
steps_sync        16
total_steps_o     16
steps_left         8
dir_sync           2
state              2
step_sync          2
dir_latched        1
psen_o             1
psincdec_o         1
step_s_d           1
stage by stage:
stage	hold slack (ns)	setup WS, ns	power (W)	instance area [um2]
finish	0.4303	1.619	0.001086	3062
global route	0.4529	1.384	0.001164	3062
floorplan	0.4119	2.074	0.0007388	2628
global placement	0.4132	1.586	0.0008025	2962
detailed placement	0.4187	1.572	0.0008027	2962
CTS	0.4326	1.605	0.001103	3062
layout make-up:
class | instances | area [um2] | share of cell area (%)
clock inverters | 2 | 17.52 | 0.5721
clock buffers | 6 | 82.58 | 2.697
repair buffers | 31 | 307.8 | 10.05
inverters | 9 | 33.78 | 1.103
well taps | 77 | 96.34 | 3.147
multi-input cells | 221 | 1523 | 49.73
flip-flops and latches | 50 | 1001 | 32.69
cells by family after synthesis:
group	Yosys count	share of synthesized area (%)
mux	2	0.7619
fa+ha+maj	17	8.381
buf+inv	21	3.952
simple gates	107	22.33
flops	50	38.10
xor+xnor	13	4.333
compound gates	82	22.14
Power is estimated from default activity; no workload was simulated.
