**design/flow/config.mk**
```make
export PLATFORM = sky130hd
export DESIGN_NAME = ddmtd
export DESIGN_NICKNAME = ddmtd
export VERILOG_FILES = /design/flow/design.v
export SDC_FILE = /design/flow/constraint.sdc
export NUM_CORES = 4
export LEC_CHECK = 1
export CORE_UTILIZATION = 40
```
**design/flow/constraint.sdc**
```tcl
current_design ddmtd

set clk_period 6.5
set clk_io_pct 0.2

create_clock -name clk0 -period $clk_period [get_ports {clk_ddmtd_i}]

set non_clock_inputs [all_inputs -no_clocks]
set_input_delay [expr $clk_period * $clk_io_pct] -clock clk0 $non_clock_inputs
set_output_delay [expr $clk_period * $clk_io_pct] -clock clk0 [all_outputs]
```
**design/flow/run.sh**
```bash
#!/bin/bash
# OpenROAD 26Q1-2900-gdf79404cd8, Yosys 0.63+post, stock flow scripts
make -C /OpenROAD-flow-scripts/flow DESIGN_CONFIG=/design/flow/config.mk WORK_HOME=/design/flow/orfs finish
```
**design/flow/design.v**
```verilog
module ddmtd
#(
  parameter integer COUNTER_BIT_WIDTH = 16                 
)
(
  input  wire rst_n_ddmtdclk_i,
  input  wire clk_a_i,                                     
  input  wire clk_b_i,                                     
  input  wire clk_ddmtd_i,                                 
  input  wire [15:0]  deglitch_threshold_i,                
  output reg signed [COUNTER_BIT_WIDTH-1:0] phase_diff_o,
  output reg                                phase_diff_p_o   
);
  localparam [1:0] PD_WAIT_TAG = 2'd0;
  localparam [1:0] PD_WAIT_A   = 2'd1;
  localparam [1:0] PD_WAIT_B   = 2'd2;
  reg [1:0] pd_state;
  wire [COUNTER_BIT_WIDTH-1:0] tag_a;
  wire [COUNTER_BIT_WIDTH-1:0] tag_b;
  wire tag_a_p;
  wire tag_b_p;
  reg  [COUNTER_BIT_WIDTH-1:0] temp;
  deglitcher #(
    .COUNTER_BIT_WIDTH(COUNTER_BIT_WIDTH)
  ) deglitcher_inst_a (
    .rst_n_ddmtdclk_i        (rst_n_ddmtdclk_i),
    .clk_in_i                (clk_a_i),
    .clk_ddmtd_i             (clk_ddmtd_i),
    .deglitch_threshold_i    (deglitch_threshold_i),
    .tag_o                   (tag_a),
    .tag_p_o                 (tag_a_p)
  );
  deglitcher #(
    .COUNTER_BIT_WIDTH(COUNTER_BIT_WIDTH)
  ) deglitcher_inst_b (
    .rst_n_ddmtdclk_i        (rst_n_ddmtdclk_i),
    .clk_in_i                (clk_b_i),
    .clk_ddmtd_i             (clk_ddmtd_i),
    .deglitch_threshold_i    (deglitch_threshold_i),
    .tag_o                   (tag_b),
    .tag_p_o                 (tag_b_p)
  );
always @(posedge clk_ddmtd_i) begin
    if (!rst_n_ddmtdclk_i) begin
      phase_diff_o    <= {COUNTER_BIT_WIDTH{1'b0}};
      temp            <= {COUNTER_BIT_WIDTH{1'b0}};
      phase_diff_p_o  <= 1'b0;
      pd_state        <= PD_WAIT_TAG;
    end else begin
      case (pd_state)
        PD_WAIT_TAG: begin
          if (tag_a_p && tag_b_p) begin
            phase_diff_o    <= (tag_a - tag_b);
            phase_diff_p_o  <= 1'b1;
          end else if (tag_a_p) begin
            temp            <= tag_a;
            phase_diff_p_o  <= 1'b0;
            pd_state        <= PD_WAIT_B;
          end else if (tag_b_p) begin
            temp            <= (~tag_b) + {{(COUNTER_BIT_WIDTH-1){1'b0}},1'b1};
            phase_diff_p_o  <= 1'b0;
            pd_state        <= PD_WAIT_A;
          end else begin
            phase_diff_p_o  <= 1'b0;
          end
        end
        PD_WAIT_A: begin
          if (tag_a_p) begin
            phase_diff_o    <= temp + tag_a;
            phase_diff_p_o  <= 1'b1;
            pd_state        <= PD_WAIT_TAG;
          end else begin
            phase_diff_p_o  <= 1'b0;
          end
        end
        PD_WAIT_B: begin
          if (tag_b_p) begin
            phase_diff_o    <= temp - tag_b;
            phase_diff_p_o  <= 1'b1;
            pd_state        <= PD_WAIT_TAG;
          end else begin
            phase_diff_p_o  <= 1'b0;
          end
        end
        default: begin
          pd_state          <= PD_WAIT_TAG;
          phase_diff_p_o    <= 1'b0;
        end
      endcase
    end
  end
endmodule
module deglitcher
#(
  parameter integer COUNTER_BIT_WIDTH = 16
)
(
  input  wire                         rst_n_ddmtdclk_i,
  input  wire                         clk_in_i,
  input  wire                         clk_ddmtd_i,
  input  wire [15:0]                  deglitch_threshold_i,
  output reg  [COUNTER_BIT_WIDTH-1:0] tag_o,
  output reg                          tag_p_o
);
  localparam [1:0] WAIT_STABLE_0 = 2'd0;           
  localparam [1:0] WAIT_EDGE     = 2'd1;           
  localparam [1:0] GOT_EDGE      = 2'd2;           
  reg [1:0] state;
  reg [15:0] stab_cntr;                            
  reg [COUNTER_BIT_WIDTH-1:0] free_cntr;              
  reg [COUNTER_BIT_WIDTH-1:0] tag_int;               
  wire clk_sampled;                                
  sampler sampler_inst (
    .clk_in_i                   (clk_in_i),
    .rst_n_ddmtdclk_i           (rst_n_ddmtdclk_i),
    .clk_ddmtd_i                (clk_ddmtd_i),
    .clk_sampled_o              (clk_sampled)
  );
  always @(posedge clk_ddmtd_i) begin
    if (!rst_n_ddmtdclk_i) begin
      free_cntr <= {COUNTER_BIT_WIDTH{1'b0}};
    end else begin
      free_cntr <= free_cntr + {{(COUNTER_BIT_WIDTH-1){1'b0}},1'b1};
    end
  end
  always @(posedge clk_ddmtd_i) begin
    if (!rst_n_ddmtdclk_i) begin
      stab_cntr         <= 16'd0;
      state             <= WAIT_STABLE_0;
      tag_p_o           <= 1'b0;
      tag_int           <= {COUNTER_BIT_WIDTH{1'b0}};
      tag_o             <= {COUNTER_BIT_WIDTH{1'b0}};
    end
    else begin
      case (state)
        WAIT_STABLE_0: begin
          tag_p_o <= 1'b0;
          if (clk_sampled != 1'b0)
            stab_cntr   <= 16'd0;
          else
            stab_cntr   <= stab_cntr + 16'd1;
          if (stab_cntr == deglitch_threshold_i)
            state       <= WAIT_EDGE;
        end
        WAIT_EDGE: begin
          tag_p_o <= 1'b0;
          if (clk_sampled != 1'b0) begin
            state       <= GOT_EDGE;
            tag_int     <= free_cntr;
            stab_cntr   <= 16'd0;
          end
        end
        GOT_EDGE: begin
          if (clk_sampled == 1'b0)
            tag_int     <= tag_int + {{(COUNTER_BIT_WIDTH-1){1'b0}},1'b1};
          if (stab_cntr == deglitch_threshold_i) begin
            state       <= WAIT_STABLE_0;
            tag_p_o     <= 1'b1;      
            tag_o       <= tag_int;   
            stab_cntr   <= 16'd0;
          end else if (clk_sampled == 1'b0) begin
            stab_cntr   <= 16'd0;
          end else begin
            stab_cntr   <= stab_cntr + 16'd1;
          end
        end
        default: begin
          state <= WAIT_STABLE_0;
        end
      endcase
    end
  end
endmodule
module sampler
(
  input  wire       clk_in_i,            
  input  wire       rst_n_ddmtdclk_i,    
  input  wire       clk_ddmtd_i,         
  output reg       clk_sampled_o         
);
  reg  clk_i_d0;
  reg  clk_i_d1;
  reg  clk_i_d2;
  always @(posedge clk_ddmtd_i) begin
    if (!rst_n_ddmtdclk_i) begin
    clk_i_d0 <= 1'b0;
    clk_i_d1 <= 1'b1;
    clk_i_d2 <= 1'b1;
    end
    else begin
    clk_i_d0      <= clk_in_i;
    clk_i_d1      <= ~clk_i_d0;  
    clk_i_d2      <= clk_i_d1;
    clk_sampled_o <= clk_i_d2;
    end
  end
endmodule
```
==> flow_summary.yaml <==
# flow metrics
run_status:
  outcome: "complete, no violations"
run:
  drv_cap: 0
  warning_count: 27
routing:
  drc: 0
  first_iter_violations: 561
  wl_per_cell_um: 14.6
  routed_wl_um: 24000
  drt_pre_antenna_iters: 5
  routed-via-count: 8659
  postRouteAntennaNets: 0
  via_per_inst: 5.26
  n_antenna_cell: 0
yosys:
  enable_flop_cells: 2
  synth_area_leader_cell: "sky130_fd_sc_hd__dfxtp_1"
  numSynthFlops: 180
  ys_sh_simple_pct: 25.1
  fraction_of_synthesized_cell_area_taken_by_the_top_area_cell_type_pct: 33.9
  synth_xor_xnor_area_share_pct: 11.2
  main_flop_type_after_synthesis: "sky130_fd_sc_hd__dfxtp_1"
  yosysUniqueCellTypes: 60
  cell_count_after_synthesis: 1299
  synth_seq_share_pct: 34.5
  synth-cells-yosys: 1299
  synth_async_sr_flop_share_pct: 0
  yosys.stat.chipArea_mm2: 0.0105
  synthAoiAreaFrac_pct: 17.9
  topCombFamilyByArea: "simple AND/OR/NAND/NOR gates"
  postSynthAreaPerCell_um2: 8.09
  ys_warn_count: 3
  mappedNetlistArea_mm2: 0.0105
  mux_share_pct: 2.10
  synthAdderAreaFrac_pct: 5.26
  synth.top_cells.by_area: "sky130_fd_sc_hd__dfxtp_1 34%, sky130_fd_sc_hd__xnor2_1 6.6%, sky130_fd_sc_hd__ha_1 4.9%, sky130_fd_sc_hd__xor2_1 4.6%, sky130_fd_sc_hd__nand2_1 4.3%"
clocking:
  clock_insertion_delay_worst_skew_ps: 430
  post_cts.repair.setup_buffers: 0
  cts.sinks: 180
  post_cts_resize_count: 0
  cts_max_path_buffers: 2
  cts_tree: "yes"
  cts.reportedPaths.clkPinSlew_ps: 60
  cts_inserted_buffers: 17
  htree_num_levels: 4
  ctsHoldBuffers: 0
  root_buffer: "sky130_fd_sc_hd__clkbuf_16"
layout:
  drive_gt1_share_pct: 5.02
  layout-area-overhead-vs-synth_pct: 11.4
  layout_top_cells_excl_fill_tap: "178 x sky130_fd_sc_hd__dfxtp_1, 120 x sky130_fd_sc_hd__nand2_1, 110 x sky130_fd_sc_hd__nor2_1"
  instances_no_fill: 1645
  final_common_cell: "sky130_fd_sc_hd__dfxtp_1"
power:
  totalPowerFinal_w: 0.00216
  power_density_mw_per_mm2: 185
  power.static_leakage_nw: 4.47
  vdd.ir_drop.worst_mv: 0.173
setup_path:
  setup.worst_path.end_class: "register"
  criticalPathCategory: "reg2reg"
  worstPathRequired_ps: 6860
  slowest_stage: "sky130_fd_sc_hd__or4_4"
  timing.rr.end: "phase_diff_o[15]"
  worstReg2RegStart: "deglitcher_inst_a.tag_o[7]"
  cp_slowest_stage_delay_ps: 570
  startpoint_type: "register"
  crit_path_cell_trace: "or4_4 -> nor4_1 -> xor2_1 -> nor2_1 -> a21oi_1 -> ha_1 -> a21o_1 -> a21oi_1 -> o21ai_0 -> a211oi_1 -> a21oi_1 -> or3b_1 -> a21oi_1"
  cp_data_arrival_time_ps: 4050
  setup.reg_to_reg.worst_slack_ps: 2810
  rr_worst_depth: 13
  cp_most_frequent_cell: "sky130_fd_sc_hd__a21oi_1"
  critPathMaxFanout: 7
min_path:
  holdPathEnd: "deglitcher_inst_b.sampler_inst.clk_i_d1"
  worst_hold_path_type: "reg2reg"
  timing.hold.worst.start: "deglitcher_inst_b.sampler_inst.clk_i_d0"
  hold-path-cell-count: 1
sta:
  drv_slew: 0
  timing.final.hold_violations: 0
  setup_repair_after_global_routing_missed_its_margin: "false"
  max-slew-margin-rel_pct: 55.8
  clock-skew-final_ps: 7.72
  timing.hold.ws_ps: 379
  setup_violation_total_in_the_final_timing_report: 0
  timing_worst_slew_pin_value_ps: 664
  achievable-frequency_mhz: 271
  min_period_ps: 3690
  tns_ps: 0
  period_used_pct: 56.8
placement:
  dp.cells: 1614
  port_buffers: 36
  detailed_place_hpwl_um: 17400
  gp_routability_congestion: 0.859
global_route:
  globalRouteTotalUtil_pct: 19.0
  vias_in_the_first_global_route: 7742
  antenna_found_initial: 0
  wire_length_of_the_first_global_routing_pass_um: 40700
  grt_max_degree: 65
  global_route.overflow_total: 0
floorplanning:
  die_h_um: 164
  core_area_mm2: 0.0255
  io_pins: 37
  die_w_um: 164
  initCoreUtil_pct: 41.3
  dieArea_mm2: 0.0269
  number_of_cell_rows: 58
[registers in the layout, indices dropped and copies added (netlist names), 3 cells and up]
name / flops
phase_diff_o: 16
deglitcher_inst_b.tag_int: 16
deglitcher_inst_b.tag_o: 16
pd_state: 3
deglitcher_inst_a.tag_o: 16
deglitcher_inst_a.tag_int: 16
temp: 16
deglitcher_inst_a.stab_cntr: 16
deglitcher_inst_b.free_cntr: 16
deglitcher_inst_a.free_cntr: 16
deglitcher_inst_b.state: 3
deglitcher_inst_a.state: 3
deglitcher_inst_b.stab_cntr: 16
[how the worst max path moves through the flow]
stage | start | slack (ps) | endpoint
final | deglitcher_inst_a.tag_o[7] | 2810 | phase_diff_o[15]
after global routing | deglitcher_inst_a.tag_o[7] | 2520 | phase_diff_o[15]
after CTS | deglitcher_inst_a.tag_o[7] | 2830 | phase_diff_o[15]
[power breakdown]
part / leakage (nW) / internal, W / switching (W)
Clock: 0.271 / 0.000546 / 0.000447
Combinational: 2.74 / 0.0000267 / 0.0000277
Sequential: 1.45 / 0.00111 / 0.00000581
[cell type report]
cell class / instances / area (um^2)
Inverter: 41 / 154
Multi-Input combinational cell: 1011 / 6480
Tap cell: 330 / 413
Timing Repair Buffer: 52 / 478
Sequential cell: 180 / 3620
Clock buffer: 19 / 453
Fill cell: 2375 / 13800
Clock inverter: 12 / 105
[through the flow]
stage	utilization, %	setup slack [ps]	instance area [um^2]
2_1_floorplan	-	3240	10500
3_3_place_gp	43.8	2900	11100
3_5_place_dp	43.8	2860	11100
4_1_cts	46.0	2830	11700
5_1_grt	46.0	2520	11700
6_report	46.0	2810	11700
[per-layer routing]
metal	vias to the layer above	GRT usage [%]	wire length, um
li1	4565	-	-
met1	3924	31.2	12800
met2	157	27.8	9990
met3	13	2.52	976
met4	0	1.52	183
met5	-	0	0
[cells by family after synthesis]
family / Yosys count
AND-OR/OR-AND: 296
flip-flops: 180
AND/OR/NAND/NOR: 516
multiplexers: 22
buffers and inverters: 108
adder cells (fa/ha/maj): 43
XOR/XNOR: 134
[synthesized netlist by cell type, types with 7 or more instances]
cell	instances
sky130_fd_sc_hd__o22ai_1	13
sky130_fd_sc_hd__nand4_1	26
sky130_fd_sc_hd__or3_1	7
sky130_fd_sc_hd__dfxtp_1	178
sky130_fd_sc_hd__o211ai_1	16
sky130_fd_sc_hd__mux2i_1	22
sky130_fd_sc_hd__a21o_1	14
sky130_fd_sc_hd__and2_1	54
sky130_fd_sc_hd__a22oi_1	9
sky130_fd_sc_hd__nand3_1	64
sky130_fd_sc_hd__o21ai_0	76
sky130_fd_sc_hd__a31oi_1	11
sky130_fd_sc_hd__a21oi_1	77
sky130_fd_sc_hd__inv_1	41
sky130_fd_sc_hd__clkbuf_1	60
sky130_fd_sc_hd__o211a_1	18
sky130_fd_sc_hd__a21boi_0	28
sky130_fd_sc_hd__nor4_1	10
sky130_fd_sc_hd__nand2_1	120
sky130_fd_sc_hd__ha_1	41
sky130_fd_sc_hd__nor2_1	110
sky130_fd_sc_hd__nor3_1	30
sky130_fd_sc_hd__and3_1	19
sky130_fd_sc_hd__xor2_1	55
sky130_fd_sc_hd__xnor2_1	79
sky130_fd_sc_hd__nor2b_1	37
[worst max-delay path, delay by kind of cell, from the launching register on]
kind / cells / cell delay, ps
adder cells (fa/ha/maj): 1 / 330
XOR/XNOR: 1 / 170
AND/OR/NAND/NOR: 4 / 1340
AND-OR/OR-AND: 7 / 1400
flip-flops: 1 / 390
Power is estimated from default activity; no workload was simulated.
